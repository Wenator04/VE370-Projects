<file path="design.v">
`timescale 1ns / 1ps
module mux32(inputA, inputB, control, out);
    parameter bits = 32;
    input [bits-1:0] inputA;
    input [bits-1:0] inputB;
    input control;  
    output [bits-1:0] out;  
    assign out= (control==1'b0) ?inputA:inputB;
endmodule
</file>
<file path="run.sh">
#!/bin/bash
# OpenROAD 26Q1-2900-gdf79404cd8, Yosys 0.63+post, stock flow scripts
make -C /OpenROAD-flow-scripts/flow DESIGN_CONFIG=/design/flow/config.mk WORK_HOME=/design/flow/orfs finish
</file>
<file path="config.mk">
export PLATFORM = sky130hd
export DESIGN_NAME = mux32
export DESIGN_NICKNAME = mux32
export VERILOG_FILES = /design/flow/design.v
export SDC_FILE = /design/flow/constraint.sdc
export NUM_CORES = 4
export LEC_CHECK = 1
export CORE_AREA = 10 10 70 70
export DIE_AREA = 0 0 80 80
</file>
<file path="constraint.sdc">
current_design mux32

set clk_period 1.0
set clk_io_pct 0.2

create_clock -name clk0 -period $clk_period

set non_clock_inputs [all_inputs -no_clocks]
set_input_delay [expr $clk_period * $clk_io_pct] -clock clk0 $non_clock_inputs
set_output_delay [expr $clk_period * $clk_io_pct] -clock clk0 [all_outputs]
</file>
==> summary.log <==
[status] run status finished with violations
[status] failing checks setup timing
[die] I/O pin total 97
[final_timing] time the final worst path needs with I/O delays and setup 1.18 ns
[final_timing] Setup Viol. Count Final 32
[logic_synthesis] Mapped Cells 36
[power] highest ir drop seen on vdd 0.170 mV
[final_timing] headroom to the max-slew limit 95.3%
[worst_setup_path] sort of element at the end of the critical path output port
[die] die height 80 um
[routing] length of the first detailed-routing pass in iterations 2
[final_timing] unrepaired setup endpoints after global routing true
[power] leakage power summed over all cells 0.906 nW
[power] Net Sw Power 135 uW
[placement] tally of buffers added on design ports 97
[final_timing] number of max-slew violations in the final report 0
[global_route] total track usage 7.53%
[cells_and_area] post-route core utilization 47.7%
[worst_setup_path] Worst EP required 0.80 ns
[worst_setup_path] Arrival @ worst endpoint 0.98 ns
[logic_synthesis] summed instance area of the synthesized netlist 544 um2
[cells_and_area] FILL cells 317
[placement] Routability Congestion 0.778
[routing] Antenna Violating Nets Remaining 0
[global_route] vias in the first global route 761
[global_route] largest net degree at the start of global routing 9
[die] die span in x 80 um
[final_timing] final sum of negative setup slack -4.35 ns
[cells_and_area] Combinational Area 480 um2
[power] Power Total 636 uW
[worst_hold_path] path class of the lowest-slack min-delay path primary input to output port
[routing] vias after detailed routing 724
[logic_synthesis] synthesized-area fraction occupied by xor and xnor cells 0%
[routing] count of antenna diodes in the layout 0
[global_route] overflow left after global routing 0
[power] combinational fraction of design power 100.0%
[logic_synthesis] number of cells in the yosys synthesis report 36
[logic_synthesis] top cells by area mux2_4 (83%), buf_12 (11%), mux2_2 (4.1%)
[cells_and_area] commonest cells after routing, fill and taps aside dlygate4sd2_1 (37), mux2_4 (32), buf_6 (21)
[placement] cell area after placement 0.00154 mm2
[cells_and_area] Layout Cells excl Fill 189
[cells_and_area] finished layout cell area 0.00163 mm2
[power] Pwr Density 390 mW/mm2
[worst_setup_path] start-to-end type of the worst setup path primary input to output port
[power] Seq pwr share 0%
[routing] violation tally from detailed-route iteration zero 3
[logic_synthesis] adder-cell area share of the yosys netlist 0%
[cells_and_area] Top cell excl fill/tap dlygate4sd2_1
[routing] detail-routed net length per standard cell 14.7 um
[logic_synthesis] Yosys Chip Area 544 um2
[power] clock network fraction of total power 0%
[power] fraction of power spent switching nets 21.2%
[logic_synthesis] synthesized area per cell 15.1 um2
[worst_setup_path] Max FO, Critical Path 6
[final_timing] crit path setup slack, layout -0.183 ns
[final_timing] final worst hold slack 0.693 ns
[logic_synthesis] yosys synthesis warning count 0
[logic_synthesis] sequential share of the synthesized area 0%
[logic_synthesis] post-synthesis cell type count 4
[die] number of core rows 21
[final_timing] Hold Violations, Final 0
[cells_and_area] clock buf count 0
[final_timing] crit share post-route 118%
[cells_and_area] share of post-route cells with drive strength above 1 55.2%
[cells_and_area] area delta synth->final 199%
[routing] detailed-route DRC error count 0
[placement] worst slack at placement -0.499 ns
[logic_synthesis] multiplexer share of the synthesized area 86.9%
[routing] mean number of vias per cell 3.83
[final_timing] transition at the pin with the smallest max-transition slack 0.0703 ns
[routing] drt total wl 2780 um
[global_route] first-pass GRT wire length 3970 um
[cells_and_area] flip-flop and latch area 0 um2
[logic_synthesis] area fraction in compound gates after synthesis 0%
[logic_synthesis] area fraction of the dominant cell type after synthesis 82.8%
[die] Placeable Area 0.00342 mm2
[logic_synthesis] most area-hungry cell type in the Yosys netlist mux2_4
[cells_and_area] total number of sequential cells 0
[worst_setup_path] CP startpoint kind primary input
[flow_run] tool warnings 34
[die] Total Die Area 0.00640 mm2
[final_timing] maximum operating frequency 0.845 GHz
[power] Internal Dissipation 501 uW
[logic_synthesis] basic-gate share of the synthesized area counting and, or, nand and nor cells 0%
[die] Initial Utilization 15.9%
[clock_tree] CTS Hold Bufs 0
[logic_synthesis] Synth logic family multiplexers
[placement] DP Cell Count 177
[flow_run] max-cap viol count 0
[global_route] number of antenna violations at the first check in global routing 0
## path summary, 6_finish.rpt
| kind | cells after the start | start | endpoint | slack (ns) |
|---|---|---|---|---|
| worst max-delay path | 5 | control | out[0] | -0.18 |
| worst min-delay path | 3 | inputA[21] | out[21] | 0.69 |
## critical path: stages
cell and delay, ns:
buf_12 0.12, buf_12 0.14, buf_12 0.13, mux2_4 0.29
buf_6 0.11
## power by group through the flow
stage	Clock [mW]	Combinational [mW]	Sequential (mW)
finish	0	0.636	0
global route	0	0.679	0
CTS	0	0.627	0
## cells in the mapped netlist, drive strengths merged
| master | instances |
|---|---|
| buf | 4 |
| mux2 | 32 |
## layer usage
layer,global-route usage [%],share of wire [%],vias up
met5,0,0,-
met4,0,0,0
met3,2.84,10,0
met2,13.2,48,51
met1,8.97,42,320
li1,-,-,353
## kinds of logic after synthesis
family	after synthesis
multiplexers	32
buffers and inverters	4
## what timing repair did
item / 4_1_cts / 5_1_grt
setup endpoints to repair: 32 / 32
setup buffers: 11 / 0
resized: 157 / 15
cloned: 1 / 0
## layout make-up
class	instances	share of cell area (%)
multi-input combinational	32	29.5
tap	46	3.53
timing repair buffer	111	67.0
Power figures rest on the tool's default switching activity, not on a simulated workload.
